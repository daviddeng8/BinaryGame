$ cat flow/config.mk
export PLATFORM = sky130hd
export DESIGN_NAME = debouncer
export DESIGN_NICKNAME = debouncer
export VERILOG_FILES = /design/flow/design.v
export SDC_FILE = /design/flow/constraint.sdc
export NUM_CORES = 4
export LEC_CHECK = 1
export CORE_AREA = 10 10 108 108
export DIE_AREA = 0 0 118 118
$ cat flow/constraint.sdc
current_design debouncer

set clk_period 3.0
set clk_io_pct 0.2

create_clock -name clk0 -period $clk_period [get_ports {clk}]

set non_clock_inputs [all_inputs -no_clocks]
set_input_delay [expr $clk_period * $clk_io_pct] -clock clk0 $non_clock_inputs
set_output_delay [expr $clk_period * $clk_io_pct] -clock clk0 [all_outputs]
$ cat flow/design.v
`timescale 1ns / 1ps
module debouncer(input pb_1,clk,output pb_out);
	wire slow_clk_en;
	wire Q1,Q2,Q2_bar,Q0;
	clock_enable u1(clk,slow_clk_en);
	my_dff_en d0(clk,slow_clk_en,pb_1,Q0);
	my_dff_en d1(clk,slow_clk_en,Q0,Q1);
	my_dff_en d2(clk,slow_clk_en,Q1,Q2);
	assign Q2_bar = ~Q2;
	assign pb_out = Q1 & Q2_bar & slow_clk_en;
endmodule
module clock_enable(input Clk_100M,output slow_clk_en);
	 reg [26:0]counter=0;
	 always @(posedge Clk_100M)
	 begin
		 counter <= (counter>=24999)?0:counter+1;
	 end
	 assign slow_clk_en = (counter == 24999)?1'b1:1'b0;
endmodule
module my_dff_en(input DFF_CLOCK, clock_enable,D, output reg Q=0);
	always @ (posedge DFF_CLOCK) begin
	if(clock_enable==1) 
			  Q <= D;
	end
endmodule 
$ cat flow/run.sh
#!/bin/bash
# OpenROAD 26Q1-2900-gdf79404cd8, Yosys 0.63+post, stock flow scripts
make -C /OpenROAD-flow-scripts/flow DESIGN_CONFIG=/design/flow/config.mk WORK_HOME=/design/flow/orfs finish
==> run notes <==
Entry: Yosys synthesis followed by OpenROAD place and route.

Floorplanning:
- The run gives the I/O pin count as 3.
- Per the OpenROAD floorplan log, the height of the die is 118 µm.
- The run puts the chip width at about 120 µm.
- The run gives the effective utilization at floorplan as between 10% and 20%.
- The run puts the number of standard-cell rows in the floorplan at 35.
- After floorplanning, the die was sized to cover 13900 µm².
- The run gives the area inside the core boundary as between 9000 and 10000 µm².

Yosys:
- The run gives the simple-gate share of the synthesized area as about 26%.
- The run puts the AND-OR/OR-AND share of the synthesized area at between 4 and 5%.
- The run gives the yosys stat chip area as ~1100 µm².
- Each instance of the synthesized netlist takes up on average around 11 µm².
- For this run, the register share of the synthesized area comes to 56.6%.
- The run gives the number of instances in the synthesized netlist as around 100.
- The run puts the Yosys warning count at 2.
- The run puts the xor/xnor cell area share of the yosys netlist at under 10%.
- Yosys shows that the main logic family after synthesis is simple AND/OR/NAND/NOR gates.
- The run gives the count of flip-flops with a built-in enable after synthesis as 3.
- The run puts the cell total in the yosys stat output at 104.
- The synthesized netlist contains 29 unique library cells.
- The run puts the flip-flop and latch count after synthesis at 30.
- The run puts the share of synthesized cell area in full adder, half adder and majority cells at about 1.1%.
- The run gives the proportion of synthesized flip-flops having asynchronous set or reset as 0%.
- For this run, the leading register cell type out of synthesis is sky130_fd_sc_hd__dfxtp_1.
- Summing every instance area after synthesis gives approximately 1100 µm².
- Yosys reports the multiplexer fraction of the synthesized area as 0%.

Clocking:
- The run gives the clock network latency to the later pin of the worst-skew pair as 270 ps.
- The run gives the clock sink total as 30.
- The run gives the register clock-pin slew on the reported worst setup and hold paths as ~60 ps.
- Looking at the clock tree report, the root buffer type is sky130_fd_sc_hd__clkbuf_8.
- The run puts the buffer levels on the longest clock path at 2.
- TritonCTS built the clock tree.
- The run puts the number of H-tree levels at 2.
- The run puts the total clock buffers created by CTS at 5.

Placement:
- The run gives the count of buffers inserted at the top-level ports as 2.
- The run gives the HPWL after detailed placement as 1180 µm.
- The run gives the global placement routability congestion as a little under 0.8.

Power and ir drop:
- The net switching power in the latest report is 0.000146 W.
- Net switching is between 10% and 20% of the power.
- The run puts the leakage power total at 0.479 nW.
- The run puts the power density relative to cell area at around 600 nW/µm².
- The run gives the worst supply voltage drop on vdd as 294 µV.
- The run puts the sequential share of power at a little under half.
- Internal power comes to 0.000743 W.
- The run gives the relative contribution of combinational cells to total power as 0.6%.
- The power report attributes to the clock group a share of between 50% and 60%.

Critical path:
- The run puts the register-to-register path setup slack at 1210 ps.
- Walking the worst path, the cells encountered are ha_2, nor4bb_1, nand4_1, nor4_2, and3b_1, clkdlybuf4s50_1.
- The run puts the worst endpoint data arrival time at around 2200 ps.
- The worst register-to-register path ends at u1.counter[14]$_SDFF_PP0_.
- Per STA, the worst path accumulates the most delay in the family simple AND/OR/NAND/NOR gates.
- Along the critical path, the tally of buffer and inverter instances is 1.
- Logic depth along the worst register-to-register path is recorded as 5.
- STA classifies the critical path endpoint as a primary output.
- STA lists the startpoint of the worst register-to-register path as u1.counter[0]$_SDFF_PP0_.
- The run gives the origin of the worst setup path as u1.counter[0]$_SDFF_PP0_.
- The largest individual stage delay along the critical path comes from the cell sky130_fd_sc_hd__clkdlybuf4s50_1.
- The run puts the maximum net fanout on the critical path at 4.
- The run gives the start-to-end type of the worst setup path as flop to primary output.
- The OpenROAD report gives the critical path a required time of ~2400 ps.
- Per the OpenROAD timing report, the critical path contains 6 cells.
- STA classifies the critical path startpoint as a flop.
- The largest single stage delay on the critical path is between 400 and 500 ps.
- Following the worst setup path forward leads to its endpoint at pb_out.

Detailed routing:
- The run puts the violation count after the first detailed-routing iteration at between 40 and 50.
- The run puts the antenna diode count at 0.
- The run gives the DRC violations left as 0.
- After detailed routing, the number of vias per cell comes to between 2 and 3.
- The run gives the total wire length as between 1500 and 2000 µm.
- The run puts the remaining number of nets flagged by the antenna check after routing at 0.
- According to the report, the first pass of detailed routing completed in 4 iterations.
- The run gives the number of vias after detailed routing as 732.
- The run puts the routed wirelength normalized by instance count at 6.76 µm.

Final timing:
- The run puts the number of setup violations in the final report at 0.
- The run gives the final hold violation count as 0.
- The run gives the transition time at the pin with the least slew margin as 602 ps.
- In the final report, the number of pins over their slew limit comes to 0.
- The run puts the setup TNS at 0 ps.
- The run gives the relative slew slack as between 50% and 60%.
- The run puts the maximum clock skew at final layout at 4.30 ps.
- The run gives the minimum clock period as between 2000 and 3000 ps.
- The run gives the highest clock frequency the design can meet as roughly 360 MHz.
- The run puts the worst hold slack after final layout at 419 ps.
- The run gives the share of the clock period used by the worst path as 93.8%.

Hold path:
- The run gives the type of the tightest min-delay check as flop to flop.
- The run gives the depth of the worst hold-timing path as 0.

GRT:
- The global route stage reports its total congestion overflow as 0.
- Entering global routing, the biggest net connects 15 pins.
- The number of antenna violations at the first check in global routing is 0.
- The run gives the first-pass GRT wire length as between 2000 and 3000 µm.
- The via count of the first global-routing pass is between 600 and 700.
- For this run, the total global-route usage over all layers was measured as about 2.5%.

Layout:
- The run puts the layout filler cell count at around 1000.
- The multi-input combinational cells in the finished layout cover a total of a little over 500 µm².
- The run puts the fraction of final layout cells sized beyond drive strength 1 at about an eighth.
- The run puts the area added between synthesis and finish at 33.4%.
- The run puts the area taken by flip-flops and latches at around 630 µm².

Run status:
- The flow ran to the end, and the final reports show no timing, DRC or antenna violations.

Job:
- The tool flagged a number of max-cap violations equal to 0.
- The run gives the number of OpenROAD warnings as 25.
metal layers:
layer	vias up	GRT usage, %	wire, µm
met5	-	0	0
met4	0	0.927	57
met3	4	1.07	80
met2	7	3.64	709
met1	331	3.16	868
li1	390	-	-
worst reg2reg max path, cell delays in order, from the launching register on:
cell                      delay (ps)
sky130_fd_sc_hd__dfxtp_1         350
sky130_fd_sc_hd__ha_2            220
sky130_fd_sc_hd__nand2_1         140
sky130_fd_sc_hd__or4_1           570
sky130_fd_sc_hd__or3_1           320
sky130_fd_sc_hd__a21oi_1         140
logic make-up (layout without fill, tap and decap cells):
logic type / count (synthesis) / after routing
AND-OR/OR-AND: 6 / 6
XOR/XNOR: 12 / 12
adder cells (fa/ha/maj): 1 / 1
buffers and inverters: 5 / 15
flip-flops: 30 / 30
other: 1 / 12
AND/OR/NAND/NOR: 49 / 49
per-stage QoR:
stage                     setup WS [ps]  power [W]  std cells  area [µm²]  utilization (%)
after floorplan                     764   0.000426        115        1160                -
after global placement              373   0.000428        245        1330             14.4
after detailed placement            328   0.000428        245        1330             14.4
after CTS                          14.0   0.000899        253        1470             15.8
after global routing              -6.70   0.000920        254        1490             16.0
final                               185   0.000889        254        1490             16.0
cells in the final DEF (no fill, tap or decap), drive strengths merged, types with 2 or more instances in the layout:
cell type / count
nand3: 4
clkdlybuf4s50: 2
clkbuf: 5
nand2: 5
buf: 2
xnor2: 9
bufinv: 2
dfxtp: 27
inv: 3
nor2: 17
xor2: 3
nor4: 4
nand4: 3
or4: 4
nor4bb: 2
conb: 12
and3: 3
edfxtp: 3
o211ai: 2
nor3: 5
sequential cells by signal (all words and copies together) (netlist names):
register	flops
d2.Q	1
d0.Q	1
d1.Q	1
u1.counter	27
worst min path at each step:
stage / slack (ps) / to / start
finish: 420 / d1.Q$_DFFE_PP_ / d0.Q$_DFFE_PP_
global route: 420 / d1.Q$_DFFE_PP_ / d0.Q$_DFFE_PP_
CTS: 420 / d1.Q$_DFFE_PP_ / d0.Q$_DFFE_PP_
Yosys cell counts (all sizes together) (2+ instances only):
master / n / area share [%]
dfxtp: 27 / 48
nor2: 17 / 5.7
xnor2: 9 / 7.1
nand2: 5 / 1.7
nor3: 5 / 2.2
nand3: 4 / 1.8
nor4: 4 / 3.6
or4: 4 / 3.0
and3: 3 / 1.7
edfxtp: 3 / 8.1
inv: 3 / 1.0
nand4: 3 / 3.0
xor2: 3 / 2.4
buf: 2 / 1.1
nor4bb: 2 / 1.8
o211ai: 2 / 1.8
power groups by stage:
stage	Combinational (W)	Sequential, W	Clock (W)
4_1_cts	0.00000512	0.000415	0.000480
6_report	0.00000508	0.000414	0.000470
5_1_grt	0.00000598	0.000415	0.000499
cell type report:
class | instances | area share [%]
Clock buffer | 5 | 4.63
Clock inverter | 3 | 4.29
Inverter | 3 | 0.757
Multi-Input combinational cell | 80 | 34.7
Sequential cell | 30 | 42.4
Tap cell | 129 | 10.8
Timing Repair Buffer | 4 | 2.35
repair_timing:
item / 4_1_cts / 5_1_grt
resized: 0 / 3
endpoints found under the hold margin: 0 / 0
buffers inserted: 0 / 1
hold buffers: 0 / 0
setup endpoints to repair: 0 / 1
Power figures rest on the tool's default switching activity, not on a simulated workload.
